## flow/design.v

```verilog
module cache(
    clk,
    proc_reset,
    proc_read,
    proc_write,
    proc_addr,
    proc_wdata,
    proc_stall,
    proc_rdata,
    mem_read,
    mem_write,
    mem_addr,
    mem_rdata,
    mem_wdata,
    mem_ready
);
    input          clk;
    input          proc_reset;
    input          proc_read, proc_write;
    input   [29:0] proc_addr;
    input   [31:0] proc_wdata;
    output 	reg        proc_stall;
    output  reg [31:0] proc_rdata;
    input  [127:0] mem_rdata;
    input          mem_ready;
    output   reg    mem_read, mem_write;
    output reg [27:0] mem_addr;
    output reg [127:0] mem_wdata;
    wire [1:0]read_and_write;
	assign read_and_write = {proc_read , proc_write};
	reg [127:0]block_0, block_1, block_2, block_3, block_4, block_5, block_6, block_7,block;
	reg [127:0]block_next_0, block_next_1, block_next_2, block_next_3, block_next_4, block_next_5, block_next_6, block_next_7, block_next;
	reg [7:0]dirty;
	reg [7:0]dirty_next;
	reg [7:0]valid;
	reg [7:0]valid_next;
	reg [24:0]tag_0, tag_1, tag_2, tag_3, tag_4, tag_5, tag_6, tag_7;
	reg [24:0]tag_next_0, tag_next_1, tag_next_2, tag_next_3, tag_next_4, tag_next_5, tag_next_6, tag_next_7;
	reg [31:0] block_to_read;
	reg [127:0]block_to_write;
	reg [24:0]tag;
	reg [1:0]block_offset;
	reg dirty_now;
	reg valid_now;
	reg [31:0] proc_wdata_place;
	reg [1:0] state, next_state;						 
	reg hit, stall;
	always@(*)							 
	begin
		case (proc_addr[4:2])
			3'b000:
				begin
					tag = tag_0;
					dirty_now = dirty[0];
					valid_now = valid[0];
					block = block_0;
				end
			3'b001:
				begin
					tag = tag_1;
					dirty_now = dirty[1];
					valid_now = valid[1];
					block = block_1;
				end
			3'b010:
				begin
					tag = tag_2;
					dirty_now = dirty[2];
					valid_now = valid[2];
					block = block_2;
				end
			3'b011:
				begin
					tag = tag_3;
					dirty_now = dirty[3];
					valid_now = valid[3];
					block = block_3;
				end
			3'b100:
				begin
					tag = tag_4;
					dirty_now = dirty[4];
					valid_now = valid[4];
					block = block_4;
				end
			3'b101:
				begin
					tag = tag_5;
					dirty_now = dirty[5];
					valid_now = valid[5];
					block = block_5;
				end
			3'b110:
				begin
					tag = tag_6;
					dirty_now = dirty[6];
					valid_now = valid[6];
					block = block_6;
				end
			3'b111:
				begin
					tag = tag_7;
					dirty_now = dirty[7];
					valid_now = valid[7];
					block = block_7;
				end
		endcase
	end
	always@(*)					 
	begin
		if (proc_read)
		begin
		case(proc_addr[1:0])
			2'b00:
				begin
					block_to_read = block[31:0];
				end
			2'b01:
				begin
					block_to_read = block[63:32];
				end
			2'b10:
				begin
					block_to_read = block[95:64];
				end
			2'b11:
				begin
					block_to_read = block[127:96];
				end
			endcase
		end
		else
		begin
			block_to_read = 32'b0;
		end
	end
	always@(*)					 
	begin
		if (proc_write)
		begin
			case (proc_addr[1:0])
			2'b00:
				begin
					block_to_write = {block[127:32], proc_wdata};
				end
			2'b01:
				begin
					block_to_write = {block[127:64], proc_wdata, block[31:0]};
				end
			2'b10:
				begin
					block_to_write = {block[127:96], proc_wdata, block[63:0]};
				end
			2'b11:
				begin
					block_to_write = {proc_wdata , block[95:0]};
				end
			endcase
		end
		else
		begin
			block_to_write = 128'd0;
		end
	end
	always@(*)					 
	begin
		if (valid_now && ~state[1] && ~state[0] && (proc_addr[29:5] == tag ))
			begin
				hit = 1'b1;
				stall = 1'b0;
			end
		else
			begin
				hit = 1'b0;
				stall = 1'b1;
			end
	end
	always@(*)					 
	begin
		case (state)
			2'b00:				 
				begin
					tag_next_0 = tag_0;
					tag_next_1 = tag_1;
					tag_next_2 = tag_2;
					tag_next_3 = tag_3;
					tag_next_4 = tag_4;
					tag_next_5 = tag_5;
					tag_next_6 = tag_6;
					tag_next_7 = tag_7;
					if (proc_write && hit)
						begin
							case(proc_addr[4:2])
								3'b000:
									begin
										valid_next = valid;
										dirty_next = dirty;
										valid_next[0] = 1'b1;
										dirty_next[0] = 1'b1;
										block_next_0 = block_to_write;
										block_next_1 = block_1;
										block_next_2 = block_2;
										block_next_3 = block_3;
										block_next_4 = block_4;
										block_next_5 = block_5;
										block_next_6 = block_6;
										block_next_7 = block_7;
									end
								3'b001:
									begin
										valid_next = valid;
										dirty_next = dirty;
										valid_next[1] = 1'b1;
										dirty_next[1] = 1'b1;
										block_next_0 = block_0;
										block_next_1 = block_to_write;
										block_next_2 = block_2;
										block_next_3 = block_3;
										block_next_4 = block_4;
										block_next_5 = block_5;
										block_next_6 = block_6;
										block_next_7 = block_7;
									end
								3'b010:
									begin
										valid_next = valid;
										dirty_next = dirty;
										valid_next[2] = 1'b1;
										dirty_next[2] = 1'b1;
										block_next_0 = block_0;
										block_next_1 = block_1;
										block_next_2 = block_to_write;
										block_next_3 = block_3;
										block_next_4 = block_4;
										block_next_5 = block_5;
										block_next_6 = block_6;
										block_next_7 = block_7;
									end
								3'b011:
									begin
										valid_next = valid;
										dirty_next = dirty;
										valid_next[3] = 1'b1;
										dirty_next[3] = 1'b1;
										block_next_0 = block_0;
										block_next_1 = block_1;
										block_next_2 = block_2;
										block_next_3 = block_to_write;
										block_next_4 = block_4;
										block_next_5 = block_5;
										block_next_6 = block_6;
										block_next_7 = block_7;
									end
								3'b100:
									begin
										valid_next = valid;
										dirty_next = dirty;
										valid_next[4] = 1'b1;
										dirty_next[4] = 1'b1;
										block_next_0 = block_0;
										block_next_1 = block_1;
										block_next_2 = block_2;
										block_next_3 = block_3;
										block_next_4 = block_to_write;
										block_next_5 = block_5;
										block_next_6 = block_6;
										block_next_7 = block_7;
									end
								3'b101:
									begin
										valid_next = valid;
										dirty_next = dirty;
										valid_next[5] = 1'b1;
										dirty_next[5] = 1'b1;
										block_next_0 = block_0;
										block_next_1 = block_1;
										block_next_2 = block_2;
										block_next_3 = block_3;
										block_next_4 = block_4;
										block_next_5 = block_to_write;
										block_next_6 = block_6;
										block_next_7 = block_7;
									end
								3'b110:
									begin
										valid_next = valid;
										dirty_next = dirty;
										valid_next[6] = 1'b1;
										dirty_next[6] = 1'b1;
										block_next_0 = block_0;
										block_next_1 = block_1;
										block_next_2 = block_2;
										block_next_3 = block_3;
										block_next_4 = block_4;
										block_next_5 = block_5;
										block_next_6 = block_to_write;
										block_next_7 = block_7;
									end
								3'b111:
									begin
										valid_next = valid;
										dirty_next = dirty;
										valid_next[7] = 1'b1;
										dirty_next[7] = 1'b1;
										block_next_0 = block_0;
										block_next_1 = block_1;
										block_next_2 = block_2;
										block_next_3 = block_3;
										block_next_4 = block_4;
										block_next_5 = block_5;
										block_next_6 = block_6;
										block_next_7 = block_to_write;
									end
								endcase
						end
					else
						begin
							valid_next = valid;
							dirty_next = dirty;
							block_next_0 = block_0;
							block_next_1 = block_1;
							block_next_2 = block_2;
							block_next_3 = block_3;
							block_next_4 = block_4;
							block_next_5 = block_5;
							block_next_6 = block_6;
							block_next_7 = block_7;
						end
				end
			2'b01:					 
				begin
					valid_next = valid;
					dirty_next = dirty;				
					tag_next_0 = tag_0;
					tag_next_1 = tag_1;
					tag_next_2 = tag_2;
					tag_next_3 = tag_3;
					tag_next_4 = tag_4;
					tag_next_5 = tag_5;
					tag_next_6 = tag_6;
					tag_next_7 = tag_7;
					block_next_0 = block_0;
					block_next_1 = block_1;
					block_next_2 = block_2;
					block_next_3 = block_3;
					block_next_4 = block_4;
					block_next_5 = block_5;
					block_next_6 = block_6;
					block_next_7 = block_7;
				end
			2'b10:			 
				begin
					case (proc_addr[4:2])
						3'b000:
							begin
							valid_next = valid;
							dirty_next = dirty;
							valid_next[0] = 1'b1;
							dirty_next[0] = 1'b0;
							tag_next_0 = proc_addr[29:5];
							tag_next_1 = tag_1;
							tag_next_2 = tag_2;
							tag_next_3 = tag_3;
							tag_next_4 = tag_4;
							tag_next_5 = tag_5;
							tag_next_6 = tag_6;
							tag_next_7 = tag_7;
							block_next_0 = mem_rdata;
							block_next_1 = block_1;
							block_next_2 = block_2;
							block_next_3 = block_3;
							block_next_4 = block_4;
							block_next_5 = block_5;
							block_next_6 = block_6;
							block_next_7 = block_7;
							end
						3'b001:
							begin
							valid_next = valid;
							dirty_next = dirty;
							valid_next[1] = 1'b1;
							dirty_next[1] = 1'b0;
							tag_next_0 = tag_0;
							tag_next_1 = proc_addr[29:5];
							tag_next_2 = tag_2;
							tag_next_3 = tag_3;
							tag_next_4 = tag_4;
							tag_next_5 = tag_5;
							tag_next_6 = tag_6;
							tag_next_7 = tag_7;
							block_next_0 = block_0;
							block_next_1 = mem_rdata;
							block_next_2 = block_2;
							block_next_3 = block_3;
							block_next_4 = block_4;
							block_next_5 = block_5;
							block_next_6 = block_6;
							block_next_7 = block_7;	
							end
						3'b010:
							begin
							valid_next = valid;
							dirty_next = dirty;
							valid_next[2] = 1'b1;
							dirty_next[2] = 1'b0;
							tag_next_0 = tag_0;
							tag_next_1 = tag_1;
							tag_next_2 = proc_addr[29:5];
							tag_next_3 = tag_3;
							tag_next_4 = tag_4;
							tag_next_5 = tag_5;
							tag_next_6 = tag_6;
							tag_next_7 = tag_7;
							block_next_0 = block_0;
							block_next_1 = block_1;
							block_next_2 = mem_rdata;
							block_next_3 = block_3;
							block_next_4 = block_4;
							block_next_5 = block_5;
							block_next_6 = block_6;
							block_next_7 = block_7;	
							end
						3'b011:
							begin
							valid_next = valid;
							dirty_next = dirty;
							valid_next[3] = 1'b1;
							dirty_next[3] = 1'b0;
							tag_next_0 = tag_0;
							tag_next_1 = tag_1;
							tag_next_2 = tag_2;
							tag_next_3 = proc_addr[29:5];
							tag_next_4 = tag_4;
							tag_next_5 = tag_5;
							tag_next_6 = tag_6;
							tag_next_7 = tag_7;
							block_next_0 = block_0;
							block_next_1 = block_1;
							block_next_2 = block_2;
							block_next_3 = mem_rdata;
							block_next_4 = block_4;
							block_next_5 = block_5;
							block_next_6 = block_6;
							block_next_7 = block_7;	
							end
						3'b100:
							begin
							valid_next = valid;
							dirty_next = dirty;
							valid_next[4] = 1'b1;
							dirty_next[4] = 1'b0;
							tag_next_0 = tag_0;
							tag_next_1 = tag_1;
							tag_next_2 = tag_2;
							tag_next_3 = tag_3;
							tag_next_4 = proc_addr[29:5];
							tag_next_5 = tag_5;
							tag_next_6 = tag_6;
							tag_next_7 = tag_7;
							block_next_0 = block_0;
							block_next_1 = block_1;
							block_next_2 = block_2;
							block_next_3 = block_3;
							block_next_4 = mem_rdata;
							block_next_5 = block_5;
							block_next_6 = block_6;
							block_next_7 = block_7;	
							end
						3'b101:
							begin
							valid_next = valid;
							dirty_next = dirty;
							valid_next[5] = 1'b1;
							dirty_next[5] = 1'b0;
							tag_next_0 = tag_0;
							tag_next_1 = tag_1;
							tag_next_2 = tag_2;
							tag_next_3 = tag_3;
							tag_next_4 = tag_4;
							tag_next_5 = proc_addr[29:5];
							tag_next_6 = tag_6;
							tag_next_7 = tag_7;
							block_next_0 = block_0;
							block_next_1 = block_1;
							block_next_2 = block_2;
							block_next_3 = block_3;
							block_next_4 = block_4;
							block_next_5 = mem_rdata;
							block_next_6 = block_6;
							block_next_7 = block_7;	
							end
						3'b110:
							begin
							valid_next = valid;
							dirty_next = dirty;
							valid_next[6] = 1'b1;
							dirty_next[6] = 1'b0;
							tag_next_0 = tag_0;
							tag_next_1 = tag_1;
							tag_next_2 = tag_2;
							tag_next_3 = tag_3;
							tag_next_4 = tag_4;
							tag_next_5 = tag_5;
							tag_next_6 = proc_addr[29:5];
							tag_next_7 = tag_7;
							block_next_0 = block_0;
							block_next_1 = block_1;
							block_next_2 = block_2;
							block_next_3 = block_3;
							block_next_4 = block_4;
							block_next_5 = block_5;
							block_next_6 = mem_rdata;
							block_next_7 = block_7;	
							end
						3'b111:
							begin
							valid_next = valid;
							dirty_next = dirty;
							valid_next[7] = 1'b1;
							dirty_next[7] = 1'b0;
							tag_next_0 = tag_0;
							tag_next_1 = tag_1;
							tag_next_2 = tag_2;
							tag_next_3 = tag_3;
							tag_next_4 = tag_4;
							tag_next_5 = tag_5;
							tag_next_6 = tag_6;
							tag_next_7 = proc_addr[29:5];
							block_next_0 = block_0;
							block_next_1 = block_1;
							block_next_2 = block_2;
							block_next_3 = block_3;
							block_next_4 = block_4;
							block_next_5 = block_5;
							block_next_6 = block_6;
							block_next_7 = mem_rdata;					
							end
					endcase
				end
			2'b11:					 
				begin
					valid_next = valid;
					dirty_next = dirty;				
					tag_next_0 = tag_0;
					tag_next_1 = tag_1;
					tag_next_2 = tag_2;
					tag_next_3 = tag_3;
					tag_next_4 = tag_4;
					tag_next_5 = tag_5;
					tag_next_6 = tag_6;
					tag_next_7 = tag_7;
					block_next_0 = block_0;
					block_next_1 = block_1;
					block_next_2 = block_2;
					block_next_3 = block_3;
					block_next_4 = block_4;
					block_next_5 = block_5;
					block_next_6 = block_6;
					block_next_7 = block_7;
				end
			endcase	
	end
	always@(*)					 
	begin
		case(state)
			2'b00:				 
				begin
					proc_stall = stall;
					mem_read = 1'b0;
					mem_write= 1'b0;
					mem_addr = 28'b0;
					mem_wdata= 128'b0;
					if (proc_read && hit)
						begin
							proc_rdata = block_to_read;
						end
					else
						begin
							proc_rdata = 32'b0;
						end
				end
			2'b01:				 
				begin
					proc_stall = 1'b1;
					proc_rdata = 32'b0;
					mem_read = 1'b0;
					mem_write= 1'b1;
					mem_addr = {tag , proc_addr[4:2]};
					mem_wdata= block;
				end
			2'b10:				 
				begin
					proc_stall = 1'b1;
					proc_rdata = 32'b0;
					mem_read = 1'b1;
					mem_write= 1'b0;
					mem_addr = proc_addr[29:2];					
					mem_wdata=128'b0;
				end
			2'b11:
				begin
					proc_stall = 1'b1;
					proc_rdata = 32'b0;
					mem_read = 1'b1;
					mem_write= 1'b0;
					mem_addr = proc_addr[29:2];					
					mem_wdata=128'b0;
				end
		endcase
	end
	always@(*)						 
	begin
		case(state)
			2'b00:					 
				begin
					if (hit)
						begin
							next_state = 2'b00;
						end
					else if (dirty)
						begin
							next_state = 2'b01;
						end
					else
						begin
							next_state = 2'b10;
						end
				end
			2'b01:					 
				begin
					if (mem_ready)
						begin
						next_state = 2'b10;
						end
					else
						begin
						next_state = 2'b01;
						end
				end
			2'b10:					 
				begin
					if (mem_ready)
						begin
							next_state = 2'b00;
						end
					else
						begin
							next_state = 2'b10;
						end
				end
			2'b11:
				begin
					next_state = 2'b11;
				end
			endcase
	end
always@( posedge clk or posedge proc_reset ) begin
    if( proc_reset ) begin
			state <= 2'b00;
			block_0 <= 128'b0;
			block_1 <= 128'b0;
			block_2 <= 128'b0;
			block_3 <= 128'b0;
			block_4 <= 128'b0;
			block_5 <= 128'b0;
			block_6 <= 128'b0;
			block_7 <= 128'b0;
			valid <= 8'd0;
			dirty <= 8'd0;
			tag_0 <= 25'd0;
			tag_1 <= 25'd0;
			tag_2 <= 25'd0;
			tag_3 <= 25'd0;
			tag_4 <= 25'd0;
			tag_5 <= 25'd0;
			tag_6 <= 25'd0;
			tag_7 <= 25'd0;
    end
    else begin
		valid <= valid_next;
		dirty <= dirty_next;
		tag_0 <= tag_next_0;
		tag_1 <= tag_next_1;
		tag_2 <= tag_next_2;
		tag_3 <= tag_next_3;
		tag_4 <= tag_next_4;
		tag_5 <= tag_next_5;
		tag_6 <= tag_next_6;
		tag_7 <= tag_next_7;
		state <= next_state;
		block_0 <= block_next_0;
		block_1 <= block_next_1;
		block_2 <= block_next_2;
		block_3 <= block_next_3;
		block_4 <= block_next_4;
		block_5 <= block_next_5;
		block_6 <= block_next_6;
		block_7 <= block_next_7;
    end
end
endmodule
```

## flow/config.mk

```make
export PLATFORM = sky130hd
export DESIGN_NAME = cache
export DESIGN_NICKNAME = cache
export VERILOG_FILES = /design/flow/design.v
export SDC_FILE = /design/flow/constraint.sdc
export NUM_CORES = 4
export LEC_CHECK = 1
export CORE_UTILIZATION = 30
```

## flow/run.sh

```bash
#!/bin/bash
# OpenROAD 26Q1-2900-gdf79404cd8, Yosys 0.63+post, stock flow scripts
make -C /OpenROAD-flow-scripts/flow DESIGN_CONFIG=/design/flow/config.mk WORK_HOME=/design/flow/orfs finish
```

## flow/constraint.sdc

```tcl
current_design cache

set clk_period 22.1
set clk_io_pct 0.2

create_clock -name clk0 -period $clk_period [get_ports {clk}]

set non_clock_inputs [all_inputs -no_clocks]
set_input_delay [expr $clk_period * $clk_io_pct] -clock clk0 $non_clock_inputs
set_output_delay [expr $clk_period * $clk_io_pct] -clock clk0 [all_outputs]
```

==> flow_summary.rst <==
Run summary
-----------

.. list-table::
   :header-rows: 1

   * - Metric
     - Value
   * - Post-layout minimum cycle time
     - 14.51 ns
   * - Clock Skews
     - 0.0408 ns
   * - Crit path kind
     - input port to output port
   * - Placed Area
     - 67700 um2
   * - Resize count post-CTS
     - 0
   * - Setup repair after global routing missed its margin
     - no
   * - Power Dens Cells
     - 95.7 nW/um2
   * - Post CTS Setup Buffer Count
     - 0
   * - Highest ir drop seen on vdd
     - 84.7 uV
   * - Hold buffer count at CTS
     - 0
   * - Count of yosys warnings during synthesis
     - 1
   * - 1st-pass router iterations
     - 6
   * - Number of filler cells placed in the layout
     - 19300
   * - Most common cell after layout, fill and taps aside
     - sky130_fd_sc_hd__dfrtp_1
   * - Floorplan row count
     - 165
   * - Final weighted congestion in routability-driven placement
     - 0.978
   * - Top_reg_cell synth
     - sky130_fd_sc_hd__dfrtp_1
   * - Worst R2R Path Depth
     - 13
   * - Core Area
     - 202000 um2
   * - Number of ports placed on the die boundary
     - 386
   * - Last element of the critical path
     - proc_rdata[4]
   * - Area of the die
     - 206000 um2
   * - Run status
     - finished clean
   * - Count of final setup violators
     - 0
   * - Most frequent logic cells in the routed design
     - sky130_fd_sc_hd__dfrtp_1, sky130_fd_sc_hd__mux2_1, sky130_fd_sc_hd__o21ai_0, sky130_fd_sc_hd__clkdlybuf4s50_1, sky130_fd_sc_hd__mux2_2
   * - Final-report max-slew violation count
     - 0
   * - Clk latency of the worst-skew pair
     - 0.80 ns
   * - Distinct cells, synth
     - 76
   * - Port Buf Inserts
     - 385
   * - Post-Route WL
     - 227 mm
   * - Top fanout value on the critical path
     - 52
   * - Internal Pwr Total
     - 4900 uW
   * - Synth Area per Inst
     - 12.2 um2
   * - Clock tree root driver cell
     - sky130_fd_sc_hd__clkbuf_16
   * - Gr usage total
     - 22.8%
   * - Post-Route Hold Slack
     - 0.466 ns
   * - Initial antenna violation count
     - 19
   * - Highest clock frequency the design can meet
     - 0.0689 GHz
   * - Internal reg-to-reg setup slack
     - 16.77 ns
   * - Kind of path behind the tightest hold check
     - flip-flop to flip-flop
   * - Endpoint of the worst-slack reg-to-reg timing path
     - block_1[106]
   * - Number of violations reported at the end of detailed-routing iteration 0
     - 3523
   * - Fraction of power consumed by sequential logic
     - 45.7%
   * - Switch share
     - 29.0%
   * - Largest net degree at the start of global routing
     - 123
   * - Yosys stat area
     - 61200 um2
   * - DRC violation count after routing
     - 0
   * - Number of global-route vias before repair
     - 45400
   * - Launch point of the worst reg-to-reg path
     - state[0]
   * - TritonCTS buffer count
     - 134
   * - Detail Placement HPWL
     - 148 mm
   * - Final setup TNS
     - 0 ns
   * - Final worst-path setup slack
     - 7.59 ns
   * - Total standard cell area after synthesis
     - 61200 um2
   * - Reported max-cap violation count
     - 0
   * - Share of final-layout standard cells stronger than drive strength 1
     - 17.6%
   * - EDFF count, synth
     - 0
   * - Via count normalized by instance count
     - 5.52
   * - Total Power Consumption
     - 6900 uW
   * - Clock group share of total power
     - 32.7%
   * - Clock-pin transition on the worst setup and hold timing paths
     - 0.06 ns
   * - Critical Path Sink Type
     - output port
   * - Required arrival time at the worst endpoint
     - 17.68 ns
   * - Period utilization
     - 65.7%
   * - Design Area, Final
     - 72100 um2
   * - Worst setup path start
     - proc_addr[4]
   * - Data arrival at the endpoint of the critical path
     - 10.09 ns
   * - Post-synth ARST share
     - 100%
   * - Slew of the pin with the lowest slew margin
     - 1.17 ns
   * - Floorplan utilization
     - 30.2%
   * - Count of nets left with antenna violations after detail routing
     - 0
   * - Total of flip-flops plus latches after synthesis
     - 1242
   * - OpenROAD warnings
     - 29
   * - Deepest clock path buffer count
     - 3
   * - Switching power
     - 2000 uW
   * - Vias after detailed routing
     - 44500
   * - Number of standard cells reported by yosys
     - 4993
   * - Die H
     - 453 um
   * - Part of the Yosys area used for sequential elements
     - 50.8%
   * - DR WL/cell
     - 28.1 um
   * - Grt total ovfl
     - 0
   * - Clock tree from TritonCTS
     - yes
   * - # H-tree levels
     - 4
   * - Number of clock sinks seen by CTS
     - 1242
   * - Max-slew headroom
     - 21.2%
   * - Nature of the critical path startpoint
     - input port
   * - Worst setup slack after placement
     - 7.67 ns
   * - Chip width
     - 453 um
   * - Pleak
     - 0.0306 uW
   * - Global-route wire length before repair
     - 330 mm
   * - Gate count of the mapped netlist
     - 4993
   * - Final-report hold violation count
     - 0
   * - Relative contribution of combinational cells to total power
     - 21.7%
   * - Area growth from synthesis to layout
     - 17.9%
-- Yosys cell counts (all sizes together), types with 14 or more instances --
cell	count	share of area, %
o31ai	14	0.25
nor2b	49	0.50
nor2	250	1.5
mux4	69	2.5
a221oi	55	0.80
clkbuf	243	1.5
mux2i	119	1.9
dfrtp	1242	51
o221ai	45	0.64
inv	20	0.12
buf	190	2.4
nand3	22	0.18
nand4	17	0.17
o21ai	423	3.5
o211a	94	1.5
nand2	303	1.9
a22oi	52	0.64
o22ai	115	1.2
a21oi	188	1.5
a22o	28	0.40
nor3	20	0.16
mux2	1212	23
nand2b	31	0.32
o22a	26	0.37
a211oi	23	0.29
-- logic make-up after synthesis --
family,after synthesis,share of synthesized area (%)
AND/OR/NAND/NOR,748,5.40
buffers and inverters,453,4.00
XOR/XNOR,8,0.115
flip-flops,1242,50.8
AND-OR/OR-AND,1142,12.2
multiplexers,1400,27.4
-- state kept, by name (all words and copies together) (netlist names), 8 cells and up, named ones only --
signal / flops
block_3: 128
block_4: 128
valid: 8
block_7: 128
dirty: 8
tag_0: 25
tag_2: 25
block_1: 128
block_5: 128
tag_6: 25
block_2: 128
tag_3: 25
tag_4: 25
block_6: 128
block_0: 128
tag_1: 25
tag_5: 25
tag_7: 25
-- critical path, cell delays in order --
cell                              delay (ns)
sky130_fd_sc_hd__clkbuf_8               0.37
sky130_fd_sc_hd__buf_4                  0.62
sky130_fd_sc_hd__buf_4                  0.62
sky130_fd_sc_hd__or3_4                  0.60
sky130_fd_sc_hd__buf_4                  0.62
sky130_fd_sc_hd__o32ai_1                0.25
sky130_fd_sc_hd__xor2_1                 0.24
sky130_fd_sc_hd__nand4_1                0.13
sky130_fd_sc_hd__nor4_1                 0.36
sky130_fd_sc_hd__nand4_1                0.20
sky130_fd_sc_hd__or2_2                  0.34
sky130_fd_sc_hd__buf_4                  0.29
sky130_fd_sc_hd__a211oi_1               0.26
sky130_fd_sc_hd__clkdlybuf4s50_1        0.52
-- per-stage QoR --
step	instances	utilization [%]
detailed placement	7814	33.5
finish	8062	35.6
CTS	8049	35.6
floorplan	4993	-
global route	8055	35.6
global placement	7814	33.5
-- power groups by stage --
stage | Combinational (uW) | Clock, uW | Sequential (uW)
4_1_cts | 1490 | 2290 | 3150
5_1_grt | 1610 | 2370 | 3230
6_report | 1500 | 2250 | 3150
-- area by class of cell --
cell class | instances | area, um2 | share of cell area (%)
Sequential cell | 1242 | 31100 | 43.1
Multi-Input combinational cell | 3298 | 27800 | 38.5
Timing Repair Buffer | 582 | 5420 | 7.52
Clock buffer | 204 | 4000 | 5.55
Tap cell | 2672 | 3340 | 4.64
Clock inverter | 31 | 352 | 0.488
Inverter | 20 | 88.8 | 0.123
Antenna cell | 13 | 32.5 | 0.0451
-- worst min path at each step --
| stage | start | end | slack, ns | depth (start not counted) |
|---|---|---|---|---|
| after CTS | valid[4] | valid[4] | 0.47 | 1 |
| after global routing | valid[3] | valid[3] | 0.48 | 1 |
| final | valid[4] | valid[4] | 0.47 | 1 |
-- layer usage --
metal  share of wire (%)  GRT usage (%)  vias up
li1                    -              -    19000
met1                  38           29.3    23200
met2                  46           33.7     1801
met3                 8.3           6.88      507
met4                 8.0           14.7       14
met5               0.060          0.210        -
Power figures rest on the tool's default switching activity, not on a simulated workload.
