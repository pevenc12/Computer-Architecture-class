**flow/design.v**
```verilog
module SingleCycle_MIPS( 
    clk,
    rst_n,
    IR_addr,
    IR,
    RF_writedata,
    ReadDataMem,
    CEN,
    WEN,
    A,
    ReadData2,
    OEN
);
    input         clk, rst_n;
    input  [31:0] IR;
    output reg [31:0] IR_addr, RF_writedata;
    input  [31:0] ReadDataMem;   
    output  reg   CEN;   
    output  reg   WEN;   
    output  reg  [6:0] A;   
    output  reg  [31:0] ReadData2;   
    output  reg   OEN;   
	reg [31:0]	reg_instruction, Sign_extend, ALUin1, ALUin2;
	reg Jump, Branch, MemRead, MemWrite, ALUSrc, RegWrite;		 
	reg [1:0] 	ALUOp, MemToReg, RegDst;
	reg [4:0]	Read_register_1, Read_register_2, Write_register, IN5_0;
	reg [31:0]	ReadData_1, ReadData_2;
	reg [31:0]	Register[31:0];
	reg [3:0]	ALU_ctrl;
	reg [31:0]	ALU_result;
	reg [31:0]	PCin, IR_addr_next, JumpAddr, BranchAddr, Branch_result;
	reg zero;
	reg [31:0]	WriteData;
	reg jr;
	reg [6:0]i;
	reg [6:0] A_next;
	always@(IR)																			 
	begin
		case (IR[31:26])
		6'b000000:begin					 
			RegDst	=	2'b01;
			ALUSrc	=	0;
			MemToReg=	2'b00;
			MemRead	=	0;
			MemWrite=	0;
			Branch	=	0;
			ALUOp	=	2'b10;
			Jump 	=	0; 
			if (IR[5:0]==5'b001000) begin
				jr=1;
				RegWrite=0;
			end
			else begin
				jr=0;
				RegWrite=1;
			end
			end
		6'b100011:begin					 
			RegDst	=	2'b00;
			ALUSrc	=	1;
			MemToReg=	2'b01;
			RegWrite=	1;
			MemRead	=	2'b01;
			MemWrite=	0;
			Branch	=	0;
			ALUOp	=	2'b00;
			Jump	=	0;
			jr		=	0;
			end
		6'b101011:begin					 
			RegDst	=	2'b00;
			ALUSrc	=	1;
			MemToReg=	2'b00;
			RegWrite=	0;
			MemRead	=	0;
			MemWrite=	1;
			Branch	=	0;
			ALUOp	=	2'b00;
			Jump	=	0;
			jr		=	0;
			end
		6'b000100:begin					 
			RegDst	=	2'b00;
			ALUSrc	=	0;
			MemToReg=	2'b00;
			RegWrite=	0;
			MemRead	=	0;
			MemWrite=	0;
			Branch	=	1;
			ALUOp	=	2'b01;
			Jump	=	0;
			jr		=	0;
			end
		6'b000010:begin					 
			RegDst	=	2'b00;
			ALUSrc	=	0;
			MemToReg=	2'b00;
			RegWrite=	0;
			MemRead	=	0;
			MemWrite=	0;
			Branch	=	0;
			ALUOp	=	2'b01;
			Jump	=	1;
			jr		=	0;
			end
		6'b000011:begin					 
			RegDst	=	2'b10;
			ALUSrc	=	0;
			MemToReg=	2'b10;
			RegWrite=	1;
			MemRead	=	0;
			MemWrite=	0;
			Branch	=	0;
			ALUOp	=	2'b01;
			Jump	=	1;
			jr		=	0;
			end
		default: begin
			RegDst	=	2'b00;
			ALUSrc	=	0;
			MemToReg=	2'b00;
			RegWrite=	0;
			MemRead	=	0;
			MemWrite=	0;
			Branch	=	0;
			ALUOp	=	2'b00;
			Jump	=	0;
			jr		=	0;
			end
		endcase
	end
	always@(*)																			 
	begin
		Read_register_1 = IR[25:21];
		Read_register_2 = IR[20:16];
		case (RegDst)
			2'b00: Write_register=IR[20:16];
			2'b01: Write_register=IR[15:11];
			2'b10: Write_register=5'd31;
			2'b11: Write_register=5'd0;
		endcase
		ReadData_1 = Register [Read_register_1];
		ReadData_2 = Register [Read_register_2];
	end
	always@(*)																			 
	begin
		Sign_extend = {{16{IR[15]}}, IR[15:0]};
	end
	always@(*)																			 
	begin
		case (ALUOp)
		2'b10:begin
			case(IR[5:0])
			6'b100000:ALU_ctrl=4'b0010;						 
			6'b100010:ALU_ctrl=4'b0110;						 
			6'b100100:ALU_ctrl=4'b0000;						 
			6'b100101:ALU_ctrl=4'b0001;						 
			6'b101010:ALU_ctrl=4'b0111;						 
			default: ALU_ctrl=4'b0010;
			endcase
			end
		2'b00:ALU_ctrl=4'b0010;
		2'b01:ALU_ctrl=4'b0110;
		default:ALU_ctrl=4'b0010;
		endcase
	end
	always@(*)																			 
	begin
		ALUin1 = ReadData_1;
		ALUin2 = (ALUSrc)? Sign_extend : ReadData_2;
		case (ALU_ctrl)
			4'b0000: ALU_result = ALUin1 & ALUin2;
			4'b0001: ALU_result = ALUin1 | ALUin2;
			4'b0010: ALU_result = ALUin1 + ALUin2;
			4'b0110: ALU_result = ALUin1 - ALUin2;
			4'b0111: ALU_result = (ALUin1 < ALUin2)? 32'b1 : 32'b0;
			default: ALU_result = 32'b1;
		endcase
		zero = (ALU_result==32'b0)? 1 : 0;
	end
	always@(*)																			 
	begin
		PCin = IR_addr+ 32'd4;
		JumpAddr = { PCin[31:28] , IR[25:0] , 2'b00};
		BranchAddr = PCin + {Sign_extend[29:0] , 2'b00} ;
		Branch_result = (Branch & zero) ? BranchAddr : PCin;
		if (jr) begin
			IR_addr_next = ReadData_1;
		end
		else if (Jump) begin
			IR_addr_next = JumpAddr;
		end
		else begin
			IR_addr_next = Branch_result;
		end
	end
	always@(*)																			 
	begin
		case (MemToReg)
			2'b00:WriteData=ALU_result;
			2'b01:WriteData=ReadDataMem;
			2'b10:WriteData=PCin;
			2'b11:WriteData=ALU_result;
		endcase
	end
	always@(*)
	begin
		RF_writedata=WriteData;
		ReadData2=ReadData_2;
		A=ALU_result[8:2];
	end
	always @(*)
	begin
		if(MemWrite) begin
		CEN = 1'b0;
		WEN = 1'b0;
		OEN = 1'b0;
		end
		else if(MemRead) begin
		CEN = 1'b0;
		WEN = 1'b1;
		OEN = 1'b0;
		end
		else begin
		CEN = 1'b1;
		WEN = 1'b0;
		OEN = 1'b0;
		end
	end
	always@(posedge clk or negedge rst_n)
	begin 
		if (~rst_n)
			begin
			IR_addr <= 32'b0;
			for(i=0; i<32; i=i+1)
			Register[i] <= 32'b0;
			end
		else
			begin
				reg_instruction <= IR;
				IR_addr <= IR_addr_next;
				Register[0] <= 32'b0;
				if (RegWrite)
				Register[Write_register] <= WriteData;
				else
				Register[Write_register] <= Register[Write_register];
			end
	end
endmodule
```
**flow/run.sh**
```bash
#!/bin/bash
# OpenROAD 26Q1-2900-gdf79404cd8, Yosys 0.63+post, stock flow scripts
make -C /OpenROAD-flow-scripts/flow DESIGN_CONFIG=/design/flow/config.mk WORK_HOME=/design/flow/orfs finish
```
**flow/config.mk**
```make
export PLATFORM = sky130hd
export DESIGN_NAME = SingleCycle_MIPS
export DESIGN_NICKNAME = SingleCycle_MIPS
export VERILOG_FILES = /design/flow/design.v
export SDC_FILE = /design/flow/constraint.sdc
export NUM_CORES = 4
export LEC_CHECK = 1
export CORE_UTILIZATION = 40
```
**flow/constraint.sdc**
```tcl
current_design SingleCycle_MIPS

set clk_period 21.7
set clk_io_pct 0.2

create_clock -name clk0 -period $clk_period [get_ports {clk}]

set non_clock_inputs [all_inputs -no_clocks]
set_input_delay [expr $clk_period * $clk_io_pct] -clock clk0 $non_clock_inputs
set_output_delay [expr $clk_period * $clk_io_pct] -clock clk0 [all_outputs]
```
==> notes.md <==
State of the implementation.

- The register cell area after layout is 0.0264 mm2, for reference.
- The hold-critical path endpoint is IR_addr[1], for reference.
- The wire length of the first global-routing pass is ~630000 um, for reference.
- The pre-antenna-repair detailed-routing pass consisted of 13 iterations.
- Per the repair_timing log after CTS, setup buffers inserted total 0.
- The final report gives the standard cell area, fillers excluded, as about 0.074 mm2.
- Across all checked pins, the minimum headroom to the slew limit is 0.0834.
- The number of hold violations in the final report is 0, for reference.
- In this run the VDD rail shows a maximum IR drop of 79.2 uV.
- The most area-hungry cell type in the Yosys netlist is dfrtp_1, for reference.
- Clock latency on the worst-skew pair, taken at its later pin, is 0.81 ns.
- Setup repair after global routing left no endpoint under its margin.
- In this run the number of H-tree levels came out at 3.
- STA classifies the critical path startpoint as an input port.
- The number of vias after detailed routing is between 70000 and 80000, for reference.
- Yosys printed 2 warnings.
- Once detail routing completed, the nets flagged for antenna violations numbered 0.
- The number of placed I/O pins is ~170, for reference.
- At the end of routability-driven placement, the weighted congestion stood at around 1.1.
- The number of clock sinks came to approximately 1100.
- The flip-flop cell with the highest count after synthesis is dfrtp_1, for reference.
- The quantity of I/O buffers inserted on ports is 170, for reference.
- The violation tally recorded at the end of detailed-routing iteration 0 is between 10000 and 15000.
- The share of Yosys cell area claimed by the top area cell type is 0.416, for reference.
- The post-detailed-route wirelength per cell is 48.8 um, for reference.
- Counting along the longest clock path gives a buffer depth of 3.
- Counting tap cells, the placed design contains a total of 9343 instances.
- Yosys reported a register bit count of 1056.
- The cell area after technology mapping is about 0.064 mm2, for reference.
- The total power density per cell area is 91.1 mW/mm2, for reference.
- The layout report lists the multi-input gate area as 0.0349 mm2.
- The type of the worst min-delay path is flip-flop to flip-flop, for reference.
- The chip width is about 400 um, for reference.
- The worst hold path was traced through 2 stages.
- The CTS root buffer is clkbuf_16, for reference.
- The pin count of the biggest net entering global routing is between 100 and 150, for reference.
- The max-capacitance violation count is 0, for reference.
- The clock-pin transition on the worst setup and hold timing paths is around 0.070 ns, for reference.
- The flow ran to the end, and the final reports show no timing, DRC or antenna violations.
- The area enclosed by the die boundary is around 0.16 mm2, for reference.
- The floorplan step records an initial core utilization of 0.405.
- The arrival time reported for the critical path endpoint is 13.73 ns, for reference.
- The detailed placer's ending HPWL is 290000 um, for reference.
- Per the synth stats, the proportion of register bits with asynchronous set or reset is 1.00.
- The post-synthesis to final-layout area growth is 15.9%, for reference.
- Per the final layout report, the fraction of cells sized above drive strength 1 comes to 0.108.
- The number of global-route vias before repair is between 70000 and 80000.
- The worst-case setup slack after placement is between 4 and 5 ns, for reference.
- The yosys cell count is about 7400, for reference.
- The number of enable-type register cells in the synthesized netlist is 0, for reference.
- The netlist uses between 100 and 150 different library cells.
- The via count normalized by instance count is between 7 and 8, for reference.
- The aggregate global routing overflow is 0, for reference.
- The flow reports an fmax of around 55 MHz.
- The synthesized area per cell is roughly 8.6 um2, for reference.
- The CTS tree is yes, for reference.
- The launch point of the worst hold path is IR_addr[1], for reference.
- The final critical-path share of the clock period is 0.833, for reference.
- The minimum clock period is around 18 ns, for reference.
- The critical path in this run is classified as input port to output port.
- The setup slack of the critical path after layout is between 3 and 4 ns, for reference.
- Counting the buffers created by CTS gives about 120.
- The post-cts hold-fix buffer tally is 0, for reference.
- The endpoint identified for the worst register-to-register timing path is Register[17][28].
- The die boundary height is around 400 um, for reference.
- For the worst setup path, the data required time is roughly 17 ns.
- The cell area after placement is 0.0692 mm2, for reference.
- The core region is between 0.15 and 0.2 mm2.
- The setup total negative slack is 0 ns, for reference.
- The count of endpoints failing setup in the final report is 0, for reference.
- Across every metal layer, demand over resource in global routing totals 0.597.
- The total length of routed wires is about 470000 um, for reference.
- The final tally of max-slew violations is 0, for reference.
- The routed layout reports a DRC error count of 0.
- Ranked by total cell area, the synthesized netlist is headed by dfrtp_1, o21ai_0, nand2_1.
- The script extracted a total leakage power of 30.5 nW.
- The count of mapped cells out of synthesis is 7433, for reference.
- In the synthesis report, Yosys lists the chip area as between 0.06 and 0.07 mm2.
- The initial antenna violation count is 49, for reference.
- Fill cells in the final layout number 14800.
- The total power is between 6 and 7 mW, for reference.
- After layout, the setup clock skew is reported as 0.0458 ns.
- The worst setup path is captured at an output port.
- The setup slack on the worst flop-to-flop path is ~15 ns, for reference.
- Post-CTS repair changed the size of 0 cells.
- The depth of the most critical reg-to-reg path is 22, for reference.
- The tally of non-filler cells in the final layout is 9645, for reference.
- In this run the worst path has a maximum fanout of 17.
- The pin closest to its max-slew limit shows a slew of ~1.4 ns.
- The tally of OpenROAD warnings is between 90 and 100, for reference.
- The number of rows created at floorplan is approximately 150, for reference.
- The reg-to-reg startpoint is Register[21][5], for reference.
- Of the synthesized area, sequential elements account for 0.416.
## cell families after synthesis
| kind of cell | Yosys count | synth area share |
|---|---|---|
| xor gates and xnor gates | 71 | 0.00978 |
| AOI/OAI and AO/OA | 3084 | 0.336 |
| muxes | 35 | 0.00586 |
| and+or+nand+nor | 2180 | 0.152 |
| buffers and inverters | 872 | 0.0535 |
| adders and majority gates | 134 | 0.0267 |
| DFF | 1056 | 0.416 |
| other | 1 | 0.0000590 |
## flip-flops by register name, indices dropped and copies added, names as in the netlist
name,cells
IR_addr,32
Register,1024
## where the power goes
part | internal (mW) | switching, mW | total, mW
Combinational | 0.583 | 1.23 | 1.82
Clock | 1.29 | 0.950 | 2.24
Sequential | 2.23 | 0.424 | 2.65
## worst max path at each step
stage | startpoint | end | slack, ns | cells past startpoint
after CTS | IR[18] | RF_writedata[28] | 4.34 | 25
after global routing | IR[18] | RF_writedata[28] | 3.74 | 25
final | IR[18] | RF_writedata[28] | 3.63 | 25
## worst max-delay path, cell delays in order
cell             delay, ns
clkdlybuf4s50_1       0.96
nand2_1               0.60
nor2_4                0.41
buf_4                 0.57
buf_4                 0.66
a22o_1                0.22
a221oi_1              0.05
nand3_1               0.11
nor3_1                0.06
a31oi_1               1.00
buf_4                 0.27
and2_1                0.12
a21oi_1               0.06
ha_1                  0.54
and3_1                0.27
a221oi_2              0.45
o2bb2ai_1             0.25
a21oi_2               0.27
o21bai_1              0.22
a311o_1               0.44
a221o_1               0.31
a22o_1                0.24
a221oi_1              0.59
a21oi_1               0.21
clkdlybuf4s50_1       0.46
## metal layers
metal,wire length [um],vias to the layer above,track usage,share of wire
met5,3270,-,0.172,0.0069
met4,48600,88,0.441,0.10
met3,84200,3098,0.447,0.18
met2,177000,8026,0.740,0.38
met1,158000,36600,0.678,0.34
li1,-,28400,-,-
## Yosys cell counts (all sizes together) (117+ instances only)
cell type,number
dfrtp,1056
a22oi,553
nand3,190
o21ai,1130
a221oi,378
a222oi,133
nand2,1229
inv,159
ha,131
a22o,314
nor2,258
nand4,196
clkbuf,601
a21oi,190
nor3,117
## layout make-up
| cell class | count | share of cell area |
|---|---|---|
| antenna | 81 | 0.00275 |
| sequential | 1056 | 0.359 |
| clock buffer | 164 | 0.0464 |
| timing repair buffer | 563 | 0.0644 |
| tap | 2058 | 0.0349 |
| clock inverter | 57 | 0.0114 |
| inverter | 161 | 0.00820 |
| multi-input combinational | 5505 | 0.473 |
## stage by stage
stage / hold slack (ns) / util
final: 0.537 / 0.469
after global routing: 0.558 / 0.468
after CTS: 0.531 / 0.468
after detailed placement: 0.516 / 0.441
after global placement: 0.519 / 0.441
after floorplan: 0.469 / -
## layout by cell type (no fill, tap or decap), types with 24 or more instances in the layout
master,n
nand2_1,1206
xnor2_1,50
a21o_1,32
a22o_1,314
a22oi_1,552
a221o_1,33
nand2b_1,24
o21ai_1,34
ha_1,131
inv_1,159
nor2_1,194
a221oi_1,376
clkbuf_16,120
buf_4,386
and2_1,24
diode_2,81
nor3_1,96
mux2i_1,26
a222oi_1,133
a21oi_1,186
nand4_1,195
clkdlybuf4s50_1,169
nand3_1,181
nor2_4,63
o32a_1,33
o22ai_1,32
o21ai_0,1086
a211oi_1,26
dfrtp_1,1056
clkbuf_8,25
Power and IR drop assume default switching activity.
